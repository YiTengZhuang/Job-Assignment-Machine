**run.sh**
```bash
#!/bin/bash
# OpenROAD 26Q1-2900-gdf79404cd8, Yosys 0.63+post, stock flow scripts
make -C /OpenROAD-flow-scripts/flow DESIGN_CONFIG=/design/flow/config.mk WORK_HOME=/design/flow/orfs finish
```
**config.mk**
```make
export PLATFORM = sky130hd
export DESIGN_NAME = JAM
export DESIGN_NICKNAME = JAM
export VERILOG_FILES = /design/flow/design.v
export SDC_FILE = /design/flow/constraint.sdc
export NUM_CORES = 4
export LEC_CHECK = 1
export CORE_UTILIZATION = 50
```
**constraint.sdc**
```tcl
current_design JAM

set clk_period 3.5
set clk_io_pct 0.2

create_clock -name clk0 -period $clk_period [get_ports {CLK}]

set non_clock_inputs [all_inputs -no_clocks]
set_input_delay [expr $clk_period * $clk_io_pct] -clock clk0 $non_clock_inputs
set_output_delay [expr $clk_period * $clk_io_pct] -clock clk0 [all_outputs]
```
**design.v**
```verilog
module JAM (
    input CLK,
    input RST,
    output reg [2:0] W,
    output reg [2:0] J,
    input [6:0] Cost,
    output reg [3:0] MatchCount,
    output reg [9:0] MinCost,
    output reg Valid );
reg [2:0]order[0:7];
reg [2:0]cs, ns;
reg [9:0]temp_min_cost;
reg [2:0]change_point;
reg [2:0]change_num;
reg [2:0]change_min_pointer;
reg [2:0]change_min_point;
reg [2:0]change_min_num;
reg [15:0]counter;
integer i;
parameter IDLE = 3'd0,
          GET_DATA = 3'd1,
          COMPARE = 3'd2,
          CHANGE = 3'd3,
          INVERSE = 3'd4;
always@(posedge CLK or posedge RST)begin
  if(RST)begin
    cs <= IDLE;
  end
  else begin
    cs <= ns;
  end
end
always@(*)begin
  case(cs)
    IDLE: ns = GET_DATA;
    GET_DATA: begin
      if(W < 3'd7)begin
        ns = GET_DATA;
      end
      else begin
        ns = COMPARE;
      end
    end
    COMPARE: begin
      if(change_min_pointer == 3'd7)begin
        ns = CHANGE;
      end
      else begin
        ns = COMPARE;
      end
    end
    CHANGE: ns = INVERSE;
    INVERSE: ns = GET_DATA;
    default: ns = IDLE;
  endcase
end
always@(posedge CLK or posedge RST)begin
  if(RST)begin
    for(i=0;i<8;i=i+1)begin
      order[i] <= i;
    end
  end
  else if(cs == CHANGE)begin
    order[change_point] <= change_min_num;
    order[change_min_point] <= change_num;
  end
  else if(cs == INVERSE)begin
    case(change_point)
      3'd5: begin
        order[6] <= order[7];
        order[7] <= order[6];
      end
      3'd4: begin
        order[5] <= order[7];
        order[7] <= order[5];
      end
      3'd3: begin
        order[4] <= order[7];
        order[7] <= order[4];
        order[5] <= order[6];
        order[6] <= order[5];
      end
      3'd2: begin
        order[3] <= order[7];
        order[7] <= order[3];
        order[4] <= order[6];
        order[6] <= order[4];
      end
      3'd1 :begin
        order[2] <= order[7];
        order[7] <= order[2];
        order[3] <= order[6];
        order[6] <= order[3];
        order[5] <= order[4];
        order[4] <= order[5];
      end
      3'd0: begin
        order[1] <= order[7];
        order[7] <= order[1];
        order[2] <= order[6];
        order[6] <= order[2];
        order[5] <= order[3];
        order[3] <= order[5];
      end
    endcase
  end
end
always@(posedge CLK or posedge RST)begin
  if(RST)begin
    W <= 3'd0;
  end
  else if(cs == GET_DATA)begin
    W <= W + 3'd1;
  end
end
always@(*)begin
  J = order[W];
end
always@(posedge CLK or posedge RST)begin
  if(RST)begin
    temp_min_cost <= 10'd0; 
  end
  else if(cs == GET_DATA)begin
    temp_min_cost <= temp_min_cost + {3'd0, Cost}; 
  end
  else if(cs == INVERSE)begin
    temp_min_cost <= 10'd0;
  end
end
always@(posedge CLK or posedge RST)begin
  if(RST)begin
    MatchCount <= 4'd0;
  end
  else if(cs == CHANGE && temp_min_cost < MinCost)begin
    MatchCount <= 4'd1;
  end
  else if(cs == CHANGE && temp_min_cost == MinCost)begin
    MatchCount <= MatchCount + 4'd1;
  end
end
always@(posedge CLK or posedge RST)begin
  if(RST)begin
    counter <= 16'd0;
  end
  else if(cs == INVERSE) begin
    counter <= counter + 16'd1;
  end
end
always@(posedge CLK or posedge RST)begin
  if(RST)begin
    MinCost <= 10'd1023; 
  end
  else if(cs == CHANGE && temp_min_cost < MinCost)begin
    MinCost <= temp_min_cost;
  end
end
always@(posedge CLK or posedge RST)begin
  if(RST)begin
    change_point <= 3'd0;
  end
  else if(cs == GET_DATA && W <= 3'd6 && order[W] < order[W+1])begin
    change_point <= W; 
  end
end
always@(posedge CLK or posedge RST)begin
  if(RST)begin
    change_num <= 3'd0;
    change_min_pointer <= 3'd0; 
  end	
  else if(W == 3'd7)begin
    change_num <= order[change_point];
    change_min_pointer <= change_point + 3'd1;
  end
  else if(cs == COMPARE && change_min_pointer < 3'd7)begin				
    change_min_pointer <= change_min_pointer + 3'd1;
  end
  else if(cs == INVERSE)begin
    change_min_pointer <= 3'd0;
  end
end
always@(posedge CLK or posedge RST)begin
  if(RST)begin
    change_min_point <= 3'd0;
    change_min_num <= 3'd7;
  end
  else if(cs == COMPARE && order[change_min_pointer] > change_num && order[change_min_pointer] <= change_min_num)begin
    change_min_point <= change_min_pointer;
    change_min_num <= order[change_min_pointer]; 
  end
  else if(cs == INVERSE)begin
    change_min_num <= 3'd7;
  end
end
always@(*)begin
  if(counter == 16'd40320)begin
    Valid = 1'b1;
  end
  else begin
    Valid = 1'b0;
  end
end
endmodule
```
==> impl_metrics.ini <==
; physical design summary
[status]
outcome = completed

[clock_tree]
clock_insertion_delay_worst_skew_ps = 350
htreeDepth = 3
tritoncts = done
count_of_instances_resized_after_the_clock_tree_is_built = 0
post_cts_buffers = 0
cts.clk_slew.worst_paths_ps = 60
cts.sinks = 87
cts-hold-fix-buffers = 0
total_cts_buffers = 9
clock_path_buffers = 2
clock-root-buffer = clkbuf_16

[final_timing]
tightestPinTransition_ps = 801
slew_headroom = 0.466
setup_violations = 0
final.setup.tns_ps = 0
finalCritPeriodShare = 0.940
finalHoldViolCount = 0
slew_violations = 0
grt_setup_unrepaired = no
worst_clock_skew_ps = 7.93
max_freq_mhz = 304
post-route-min-period_ps = 3290

[critical_path]
critical_path_buf_inv_count = 2
crit_chain = inv_1 -> ha_2 -> a222oi_1 -> a21oi_1 -> a221oi_1 -> a21oi_1 -> clkdlybuf4s50_1
path_depth = 7
cp_max_fo = 15
worstSetupStartpointType = flip-flop
worst_path_most_repeated_cell = a21oi_1
setup.worst_path.class = flip-flop to primary output
timing.critical_path.to_type = primary output
cp_slowest_cell = dfrtp_1
timing.critical_path.max_delay_family = AND-OR/OR-AND gates
worst_path_largest_cell_delay_ps = 470
rr_worst_depth = 12
required_ps = 2800
arrival_ps = 2590

[synthesis]
seq_area_frac_synth = 0.350
edff_count_synth = 0
synth_stat.cells = 691
top_cells_by_area = dfrtp_1 (24%), dfstp_2 (11%), ha_1 (9.3%)
avgSynthCellArea_um2 = 9.14
synth_flop_count = 87
yosys.cell_types.count = 70
dominantRegCellSynth = dfrtp_1
netlist_area_um2 = 6320
syn-instance-count = 691
yosys.stat.chipArea_um2 = 6320
fraction_of_synthesis_flops_using_an_asynchronous_set_or_reset_pin = 1.00
synth.largest_area_cell = dfrtp_1
synth_largest_type_area_fraction = 0.242
tally_of_yosys_warning_messages = 2

[global_routing]
grt_max_degree = 52
first_global_vias = 5231
global_route.overflow_total = 0
initial_antenna_violation_count = 0
global_route.usage.total = 0.302
global_route_wire_length_before_repair_um = 29000

[detailed_routing]
detail_route.drc_violations = 0
via_count = 5400
per_cell_routed_wire_length_um = 20.9
ant_nets = 0
vias_per_cell = 6.25
n_antenna_cell = 0
pre_antenna_drt_iters = 7
routed_wirelength_um = 18000
initialDrtViolationCount = 639

[floorplan]
core_util_at_fp = 0.520
num_rows = 40
core_um2 = 12200
die_width_um = 114
floorplan.die.height_um = 114
die-area_um2 = 13100
ioPinCount = 30

[layout]
post_route_cells_drive_above_1_share = 0.135
post-route-cell-area_um2 = 6980
filler_cell_count = 1083
finish.cell_count_without_fillers = 864
areaGrowthSynthToFinish_pct = 10.5

[placement]
port_buffers = 29
post-dp-hpwl_um = 12100
gp_routability_congestion = 0.939
placed_area_um2 = 6660
dp_cells = 848

[pwr]
total_leakage_power_uw = 0.00294
power-per-cell-area_nw_per_um2 = 1090
max-vdd-ir-drop_mv = 0.658

[flow_run]
maxCapViolCount = 0
warnings = 39

[min_path]
min-delay-path-class = flip-flop to flip-flop
worstHoldPathCells = 1
-- registers in the layout, indices dropped and copies added, names as in the netlist --
name,flops
MatchCount,4
order,24
cs,5
W,3
change_min_num,3
change_point,3
counter,16
change_min_point,3
change_min_pointer,3
change_num,3
MinCost,10
temp_min_cost,10
-- path summary, 6_finish.rpt --
check | startpoint | to | slack (ps)
min in group asynchronous | RST | counter[5] | 770
worst max-delay path | W[1] | J[1] | 210
worst min register to register | counter[8] | counter[8] | 470
max in group asynchronous | RST | order[1][0] | 1960
worst max register to register | change_min_pointer[1] | change_min_point[2] | 460
worst min-delay path | counter[8] | counter[8] | 470
-- power breakdown --
group | total, µW | internal [µW] | switching, µW
clock | 1060 | 631 | 424
sequential | 2360 | 1500 | 866
combinational | 4150 | 1960 | 2200
-- area by class of cell --
| cell class | instances | area (µm²) | area share |
|---|---|---|---|
| Multi-Input combinational cell | 512 | 3710 | 0.531 |
| Tap cell | 168 | 210 | 0.0301 |
| Inverter | 43 | 163 | 0.0233 |
| Clock inverter | 6 | 91.3 | 0.0131 |
| Sequential cell | 87 | 2210 | 0.317 |
| Timing Repair Buffer | 38 | 370 | 0.0531 |
| Clock buffer | 10 | 229 | 0.0328 |
-- cell usage after synthesis, types with 4 or more instances --
library cell / instances
dfstp_2: 26
clkbuf_1: 23
o21ai_0: 49
ha_1: 47
a222oi_1: 12
mux2_1: 6
nand2_1: 62
o211ai_1: 4
inv_1: 42
nand3b_1: 4
a211oi_1: 16
nand4_1: 7
a221oi_1: 11
nand2b_1: 5
a22oi_1: 24
buf_2: 17
a31oi_1: 7
mux2i_1: 21
xnor2_1: 8
buf_6: 4
dfrtp_1: 61
a21oi_1: 37
a21o_1: 7
nor3_1: 11
mux2_2: 23
and3_1: 6
nor2b_1: 5
o22ai_1: 5
a22o_1: 7
o31ai_1: 5
nor2_1: 47
xor2_1: 14
nand3_1: 16
-- metal layers --
metal  global-route usage  vias up  routed length (µm)
li1                     -     2539                   -
met1                0.476     2565                8150
met2                0.426      261                7760
met3               0.0782       35                1680
met4               0.0719        0                 423
met5                    0        -                   0
-- metrics by stage --
| step | util | hold WS, ps | power [µW] | worst slack, ps |
|---|---|---|---|---|
| after detailed placement | 0.547 | 457 | 6420 | 331 |
| final | 0.574 | 473 | 7570 | 209 |
| after CTS | 0.574 | 473 | 7520 | 106 |
| after global placement | 0.547 | 458 | 6390 | 449 |
| after global routing | 0.574 | 493 | 8210 | 51.7 |
| after floorplan | - | 425 | 5200 | 593 |
-- layout by cell type, fill, tap and decap left out, types with 6 or more instances in the layout --
master / n
dfrtp_1: 61
a31oi_1: 7
mux2_2: 23
inv_1: 41
nor3_1: 11
a222oi_1: 12
a21oi_1: 37
and3_1: 6
a211oi_1: 16
a221oi_1: 11
nand2_1: 62
nand3_1: 16
a22oi_1: 24
clkdlybuf4s50_1: 29
ha_1: 45
buf_4: 8
o21ai_0: 49
xnor2_1: 8
clkbuf_16: 9
dfstp_2: 26
a21o_1: 7
xor2_1: 14
mux2i_1: 21
a22o_1: 7
mux2_1: 6
nor2_1: 47
nand4_1: 7
-- kinds of logic after synthesis --
family,Yosys count,share of synthesized area
AND-OR/OR-AND,209,0.233
XOR/XNOR,22,0.0305
adder cells (fa/ha/maj),48,0.0962
buffers and inverters,92,0.0644
flip-flops,87,0.350
multiplexers,50,0.0849
other,1,0.000593
AND/OR/NAND/NOR,182,0.140
Power and IR drop assume default switching activity.
